--- flow/run.sh ---
#!/bin/bash
# OpenROAD 26Q1-2900-gdf79404cd8, Yosys 0.63+post, stock flow scripts
make -C /OpenROAD-flow-scripts/flow DESIGN_CONFIG=/design/flow/config.mk WORK_HOME=/design/flow/orfs finish
--- flow/config.mk ---
export PLATFORM = sky130hd
export DESIGN_NAME = universal_Shift_reg_top
export DESIGN_NICKNAME = universal_Shift_reg_top
export VERILOG_FILES = /design/flow/design.v
export SDC_FILE = /design/flow/constraint.sdc
export NUM_CORES = 4
export LEC_CHECK = 1
export CORE_AREA = 10 10 70 70
export DIE_AREA = 0 0 80 80
--- flow/constraint.sdc ---
current_design universal_Shift_reg_top

set clk_period 2.0
set clk_io_pct 0.2

create_clock -name clk0 -period $clk_period [get_ports {i_clk}]

set non_clock_inputs [all_inputs -no_clocks]
set_input_delay [expr $clk_period * $clk_io_pct] -clock clk0 $non_clock_inputs
set_output_delay [expr $clk_period * $clk_io_pct] -clock clk0 [all_outputs]
--- flow/design.v ---
`timescale 1ns / 1ps
module D_FF(
input i_clk , 
input clr  , 
input d_in,
output reg q  );
always @ (posedge i_clk )
 begin
  if (~clr )
    begin 
     q <= 1'b0 ;
     end
   else
     begin
    q <= d_in ;
    end 
    end  
endmodule
`timescale 1ns / 1ps
module mux
#( 
  parameter WIDTH_LEN = 2)
( I0 ,I1, I2  , I3 , 
 sel , 
 out  
    );
input I0, I1 , I2,I3 ; 
input [WIDTH_LEN-1:0] sel ; 
output reg out  ;
always @ *
 begin
  case (sel)
  2'b00 : out = I0 ;
  2'b01 : out = I1;
  2'b10 : out = I2 ;
  2'b11 : out = I3 ;
  endcase
end
endmodule
`timescale 1ns / 1ps
module universal_Shift_reg_top
#(
parameter DATA_WIDTH = 4 ,
parameter DATA_WIDTH1 = 2
)
(
i_clk ,
clr ,
in ,
sel_mux ,
sr, 
sl ,  
q_out  
);
input wire  i_clk  ;
input wire clr ;
input sr ;
input sl ;
input [DATA_WIDTH-1:0] in ;
output  [DATA_WIDTH-1:0] q_out ;
input [DATA_WIDTH1-1:0] sel_mux ;
wire [DATA_WIDTH-1:0] out_MUX ;
D_FF FF1(i_clk , clr  , out_MUX[3], q_out[3]  );
D_FF FF2(i_clk , clr  , out_MUX[2], q_out[2]  );
D_FF FF3(i_clk , clr  , out_MUX[1] , q_out[1]  );
D_FF FF4(i_clk , clr  , out_MUX[0], q_out[0]  );
mux M1 ( q_out[3]  , sr , q_out[2] , in[3]  , sel_mux , out_MUX[0] );
mux M2 ( q_out[2] , q_out[3] ,  q_out[1] , in[2] , sel_mux , out_MUX[1] );
mux M3 ( q_out[1] , q_out[2] ,  q_out[0] , in[1] , sel_mux , out_MUX[2] );
mux M4 ( q_out[0] , q_out[1] ,  sl , in[0] , sel_mux , out_MUX[3] );
endmodule
==> run notes <==
- beginning of the worst hold path: FF1.q$_SDFF_PN0_
- area of the core region: 0.003416 mm²
- Logic cell area: 115.1 µm²
- die x size: 80 µm
- Post-Route WL: 682 µm
- cell count after synthesis: 23
- routability cong.: 0.6887
- Worst Hold Margin: 0.5850 ns
- cell with the largest stage delay on the worst path: sky130_fd_sc_hd__clkdlybuf4s50_1
- first-pass GRT wire length: 1007 µm
- crit-path leading delay family: buffers and inverters
- prevailing post-synth register cell: sky130_fd_sc_hd__dfxtp_1
- row count: 21
- CTS Hold Buffers Added: 0
- power per standard cell area: 580.3 mW/mm²
- floorplan utilization: 0.06923
- number of nets still failing antenna checks after routing: 0
- Cell Type Count: 7
- worst hold path class: reg2reg
- CP Cell Sequence: clkdlybuf4s50_1
- number of max-cap violations: 0
- First-pass DRT Iterations: 2
- Iter 0 DRT Violations: 1
- Psw: 0.04905 mW
- cell-internal power: 0.1862 mW
- maximum vdd drop: 0.07148 mV
- max-slew headroom at the worst pin: 0.7005
- overflow left after global routing: 0
- library cell used as clock root buffer: sky130_fd_sc_hd__clkbuf_4
- Post-synth EDFFs: 0
- startpoint class of the critical path: register
- post-synthesis average cell area: 10.28 µm²
- Setup-failing EPs final: 0
- max incr delay on CP: 0.48 ns
- post-DR wirelength/cell: 8.525 µm
- cell area after technology mapping: 236.5 µm²
- hold depth: 2
- ratio of cells with drive above 1 in the final layout: 0.08824
- Period Utilization, post-route: 0.7381
- insertion delay at the late pin of the worst-skew pair: 0.23 ns
- buffers plus inverters on the worst setup path: 1
- run status: completed
- Via-to-Cell Ratio: 2.538
- number of remaining DRC errors: 0
- top-count cell post-synth: sky130_fd_sc_hd__mux2i_1
- fraction of registers with async set/reset: 0
- capture instance of the worst register-to-register path: FF3.q$_SDFFE_PN0P_
- Seq pwr share: 0.382
- peak fanout along the critical path: 4
- share of Yosys cell area claimed by the top area cell type: 0.3386
- final standard cell utilization of the core: 0.1187
- postcts setup bufs: 0
- number of levels the H-tree was split into: 1
- final number of hold-violating endpoints: 0
- commonest cells in the synthesized netlist: sky130_fd_sc_hd__mux2i_1, sky130_fd_sc_hd__buf_4, sky130_fd_sc_hd__dfxtp_1, sky130_fd_sc_hd__o22ai_1
- Critical path origin: FF3.q$_SDFFE_PN0P_
- f_max: 0.6774 GHz
- final max-slew violation count: 0
- number of antenna violations at the first check in global routing: 0
- worst-case hold path end point: FF4.q$_SDFF_PN0_
- sequential-to-total area share from yosys stat: 0.3386
- Sum Neg Setup Slack: 0 ns
- total track usage: 0.01921
- switch share: 0.2085
- Yosys Instances: 23
- Reg-to-Reg Start: FF2.q$_SDFFE_PN0P_
- height of the chip: 80 µm
- register bit count reported by yosys: 4
- length in cells of the worst reg-to-reg path: 2
- vias in the first global route: 222
- count of warnings emitted by yosys: 2
- clock buffers created by TritonCTS: 3
- cell types with the largest area share after synthesis: sky130_fd_sc_hd__dfxtp_1, sky130_fd_sc_hd__mux2i_1, sky130_fd_sc_hd__buf_4, sky130_fd_sc_hd__o22ai_1, sky130_fd_sc_hd__buf_6
- Resized cells post-CTS: 0
- number of warnings in the stage logs: 25
- pin count of the biggest net entering global routing: 9
- library cell with the largest summed area after synthesis: sky130_fd_sc_hd__dfxtp_1
- top-level port count: 14
- area figure in the yosys stat output: 236.5 µm²
- endpoint class of the critical path: output pin
- area taken by flip-flops and latches: 80.08 µm²
- clk buf depth: 2
- clock network power share: 0.415
- fill cell count: 397
- required time reported for the critical path endpoint: 1.60 ns
- Die ar.: 0.006400 mm²
- time the worst path needs with I/O delays and setup: 1.476 ns
- share of power burned in combinational logic: 0.203
- critical path arrival: 1.08 ns
- Worst-path clk slew: 0.04 ns
- CTS tree: done
- total inserted antenna cells: 0
- Reg2Reg Setup Slack: 1.30 ns
- Least-Margin Pin Slew: 0.4478 ns
- path type of the worst setup path: reg2out
- port buffer count: 13
- RSZ-0062 raised after global routing: false
- number of vias after detailed routing: 203
- Area Growth Syn to Fin: 71.43%
- setup skew after layout: 0.001162 ns
- leakage component of the power: 0.1491 nW
- total clock sinks: 4
-- worst min-delay path, delay by kind of cell (launching register included) --
family / cells / cell delay, ns
AND-OR/OR-AND: 1 / 0.11
multiplexers: 1 / 0.08
flip-flops: 1 / 0.35
-- flip-flops by register name, indices dropped and copies added, names as in the netlist --
signal	cells
FF4.q	1
FF2.q	1
FF1.q	1
FF3.q	1
-- metal layers --
metal  vias up  track usage  part of all wire
li1        103            -                 -
met1        87      0.02057              0.38
met5         -            0                 0
met2        11      0.02970              0.44
met4         0      0.01408             0.050
met3         2     0.007955              0.13
-- cells by family (layout without fill, tap and decap cells) --
kind of cell,count (synthesis),in the layout,share of synthesized area
mux,8,8,0.3386
flops,4,4,0.3386
buf+inv,5,16,0.1746
compound gates,4,4,0.1058
simple gates,2,2,0.04233
-- through the flow --
| stage | setup WS (ns) | instances | area, µm² | power [mW] |
|---|---|---|---|---|
| finish | 0.5237 | 80 | 405.4 | 0.2352 |
| global route | 0.4609 | 80 | 405.4 | 0.2483 |
| CTS | 0.4998 | 80 | 405.4 | 0.2408 |
| detailed placement | 0.3467 | 77 | 382.9 | 0.1397 |
| global placement | 0.3671 | 77 | 382.9 | 0.1390 |
| floorplan | 1.099 | 23 | 236.5 | 0.1159 |
-- power by group through the flow --
| stage | Combinational, mW | Clock, mW | Sequential (mW) |
|---|---|---|---|
| CTS | 0.0488 | 0.102 | 0.0900 |
| global route | 0.0520 | 0.105 | 0.0908 |
| finish | 0.0477 | 0.0976 | 0.0899 |
-- placed cells by master (no fill, tap or decap), drive strengths merged --
| cell type | n |
|---|---|
| clkdlybuf4s50 | 13 |
| o22ai | 4 |
| clkbuf | 3 |
| nand2b | 1 |
| nand2 | 1 |
| dfxtp | 4 |
| mux2i | 8 |
-- area by class of cell --
type / instances / share of cell area
Timing Repair Buffer: 13 / 0.3210
Multi-Input combinational cell: 14 / 0.2839
Clock buffer: 3 / 0.05556
Sequential cell: 4 / 0.1975
Tap cell: 46 / 0.1420
-- worst max path at each step --
| stage | cells after the start | endpoint | slack, ns |
|---|---|---|---|
| 4_1_cts | 1 | q_out[1] | 0.50 |
| 5_1_grt | 1 | q_out[1] | 0.46 |
| 6_report | 1 | q_out[1] | 0.52 |
No activity file was given, so power comes from the tool's default toggle rates.
